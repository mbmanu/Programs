$ cat ./run.sh
#!/bin/bash
# OpenROAD 26Q1-2900-gdf79404cd8, Yosys 0.63+post, stock flow scripts
make -C /OpenROAD-flow-scripts/flow DESIGN_CONFIG=/design/flow/config.mk WORK_HOME=/design/flow/orfs finish
$ cat ./config.mk
export PLATFORM = sky130hd
export DESIGN_NAME = mod10
export DESIGN_NICKNAME = mod10
export VERILOG_FILES = /design/flow/design.v
export SDC_FILE = /design/flow/constraint.sdc
export NUM_CORES = 4
export LEC_CHECK = 1
export CORE_AREA = 10 10 70 70
export DIE_AREA = 0 0 80 80
$ cat ./constraint.sdc
current_design mod10

set clk_period 1.1
set clk_io_pct 0.2

create_clock -name clk0 -period $clk_period [get_ports {clk}]

set non_clock_inputs [all_inputs -no_clocks]
set_input_delay [expr $clk_period * $clk_io_pct] -clock clk0 $non_clock_inputs
set_output_delay [expr $clk_period * $clk_io_pct] -clock clk0 [all_outputs]
$ cat ./design.v
module mod10(input clk, output reg[3:0] out);
    always @(posedge clk) begin
        if (out == 10)
            out <= 0;
        else
            out <= out + 1;
    end
endmodule
==> qor.yml <==
run_status:
  outcome: "completed"
global_routing:
  grt-ovfl-total: 0
  antenna_found_initial: 0
  grt_pass1_wl_um: 855
  grt_pass1_vias: 194
  grt_use_total_pct: 1.717
  grt_max_degree: 5
worst_setup_path:
  r2r_cells: 6
  start_kind: "register"
  critPathBufInv: 1
  end_kind: "output pin"
  slowest_delay_ns: 0.32
  crit_chain: "dlygate4sd2_1"
  path_depth: 1
  r2r_end: "out[2]"
  reg2reg_from: "out[0]"
  rrSetupSlack_ns: 0.10
  worstSetupPathType: "register to output pin"
  path_max_fanout: 2
  slowest_stage: "dfxtp_2"
  arrival_ns: 0.79
  cp_top_family: "flip-flops"
  cp.required_ns: 0.88
cells_and_area:
  largest_reg_flops: 4
  largest_register: "out"
  reg_top3: "out (4)"
  area_growth_pct: 107.9
  nFillCells: 413
  drive_gt1_share_pct: 44.83
  fin_area_um2: 330.3
die:
  core_area_mm2: 0.003416
  io_pins: 5
  initCoreUtil_pct: 4.652
  fp.dieW_um: 80
  std_cell_rows: 21
  die_y_um: 80
  die_area_mm2: 0.006400
clock_tree:
  clock-root-buffer: "clkbuf_4"
  clock_latency_ns: 0.23
  clockBufferDepth: 2
  cts.clk_slew.worst_paths_ns: 0.04
  cts_tree: "done"
  numCtsBuffers: 3
  postCtsHoldBufs: 0
  clock_sinks: 4
  h-tree-depth: 1
synth:
  yosysUniqueCellTypes: 9
  syn_inst: 18
  xor_area_share_pct: 0
  adder_share_pct: 15.75
  yosysChipArea_um2: 158.9
  syn_area_um2: 158.9
  yosys_cells: 18
  ys_seq_share_pct: 50.39
  synthTopLogicFamily: "simple AND/OR/NAND/NOR gates"
  yosys.area_share.simple_pct: 22.83
  avgSynthCellArea_um2: 8.828
  ys_warn_count: 1
  aoi_share_pct: 6.299
  mux_share_pct: 0
  ys_seq_elements: 4
final_timing:
  fin_crit_ns: 1.007
  fmax_ghz: 0.9931
  finalSetupViolCount: 0
  fin_ws_ns: 0.09308
  hold_slack_ns: 0.5123
  finalMaxSlewViolations: 0
  fin_crit_sh_pct: 91.54
  hold_violations: 0
  rsz0062_at_grt: "false"
  maxSlewHeadroom_pct: 90.03
  fin_worst_skew_ns: 0.004716
  worstMarginPinSlew_ns: 0.1480
  fin_setup_tns_ns: 0
place:
  postPlaceCellArea_um2: 279.0
  place.gp.congestion: 0.6720
  dp_hpwl_um: 316.9
  pre_cts_slack_ns: 0.001947
  port_buffers: 4
min_path:
  holdPathEnd: "out[0]"
  holdCritPathClass: "register to register"
  holdPathStages: 2
  hp-start: "out[0]"
pwr:
  p_total_uw: 323.4
  vdd_ir_drop_max_v: 0.0005505
  leakagePower_nw: 0.1297
  p_per_area_mw_per_mm2: 979.0
detailed_routing:
  routedWlPerCell_um: 6.293
  wirelength_um: 472
  vias: 160
  dr.pass1.iters: 3
  diodes: 0
  vias_per_cell: 2.133
  drc: 0
  drtIter0Drc: 1
  postRouteAntennaNets: 0
flow_run:
  maxCapViolCount: 0
  warnings: 26
per-layer routing:
layer  up-vias  wire length (µm)  global-route usage (%)
li1         81                 -                       -
met1        72               255                   2.206
met2         7               175                   2.167
met3         0                40                   1.364
met4         0                 0                  0.3521
met5         -                 0                       0
cell usage in the layout (no fill, tap or decap):
master         instances
nand2_2                1
o21ai_0                1
dlygate4sd2_1          4
ha_1                   1
dfxtp_2                3
nand2b_1               1
buf_4                  4
nor2_1                 2
nor2_4                 1
dfxtp_1                1
ha_4                   1
o21ai_1                1
inv_1                  2
clkbuf_4               3
nand3_1                3
logic make-up (layout without fill, tap and decap cells):
family,after synthesis,in the layout
and+or+nand+nor,8,8
DFF,4,4
adders and majority gates,2,2
AOI/OAI and AO/OA,2,2
buffers and inverters,2,13
final cells by class:
class	instances	area (µm²)	share of cell area, %
sequential	4	83.83	25.38
tap	46	57.56	17.42
timing repair buffer	8	65.06	19.70
multi-input combinational	12	93.84	28.41
inverter	2	7.507	2.273
clock buffer	3	22.52	6.818
power by group:
group | internal (mW) | switching [mW]
registers | 0.146 | 0
clock network | 0.122 | 0.0559
logic | 0 | 0
synth_stat cells (all sizes together):
cell type	n	share of area, %
ha	2	16
nand2b	1	3.9
o21ai	2	6.3
nand3	3	9.4
nand2	1	2.4
inv	2	4.7
dfxtp	4	50
nor2	3	7.1
timing repair:
action                                  in CTS  in global routing
pin swaps                                    0                  3
endpoints found under the setup margin       4                  3
resized                                      7                  5
hold endpoints to repair                     0                  0
buffers inserted                             1                  0
stage by stage:
stage | instances | utilization (%)
floorplan | 18 | -
global placement | 71 | 8.169
detailed placement | 71 | 8.169
CTS | 75 | 9.011
global route | 75 | 9.670
finish | 75 | 9.670
how the worst max path moves through the flow:
| stage | from | to | slack [ns] |
|---|---|---|---|
| global route | out[3] | out[3] | 0.04 |
| finish | out[2] | out[2] | 0.09 |
| CTS | out[0] | out[0] | 0.05 |
Power is estimated from default activity; no workload was simulated.
